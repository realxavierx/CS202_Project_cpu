**config.mk**
```make
export PLATFORM = sky130hd
export DESIGN_NAME = Ifetc32
export DESIGN_NICKNAME = Ifetc32
export VERILOG_FILES = /design/flow/design.v
export SDC_FILE = /design/flow/constraint.sdc
export NUM_CORES = 4
export LEC_CHECK = 1
export CORE_UTILIZATION = 30
```
**constraint.sdc**
```tcl
current_design Ifetc32

set clk_period 7.4
set clk_io_pct 0.2

create_clock -name clk0 -period $clk_period [get_ports {clock}]

set non_clock_inputs [all_inputs -no_clocks]
set_input_delay [expr $clk_period * $clk_io_pct] -clock clk0 $non_clock_inputs
set_output_delay [expr $clk_period * $clk_io_pct] -clock clk0 [all_outputs]
```
**design.v**
```verilog
`timescale 1ns / 1ps
module Ifetc32(Instruction,branch_base_addr,Addr_result,Read_data_1,Branch,nBranch,Jmp,Jal,Jr,Zero,clock,reset,link_addr,PC
);
    output[31:0] Instruction;			 
    output[31:0] branch_base_addr;       
    input[31:0]  Addr_result;             
    input[31:0]  Read_data_1;            
    input        Branch;                 
    input        nBranch;                
    input        Jmp;                    
    input        Jal;                    
    input        Jr;                    
    input        Zero;                   
    input        clock,reset;            
    output reg [31:0]  link_addr;              
    output reg [31:0] PC;
    reg[31:0] Next_PC; 
    assign branch_base_addr = PC+4;  
    always @(*) begin
         if(Jr == 1'b1)begin
            Next_PC =Read_data_1 ;
         end
         else if((Branch == 1'b1 && Zero == 1'b1) || (nBranch == 1'b1 && Zero == 1'b0)) begin
             Next_PC =Addr_result ;
         end
        else Next_PC = PC + 4;  
    end
    always @(negedge clock or posedge reset) begin
        if (reset) begin
            PC <= 32'h0000_0000;
        end 
        else begin
        if (Jal == 1'b1 || Jmp == 1'b1) begin
            link_addr <= Next_PC;
            PC <= {PC[31:28], Instruction[25:0], 2'b00};
            end
        else begin
            PC <= Next_PC;
        end
        end
    end
endmodule
```
**run.sh**
```bash
#!/bin/bash
# OpenROAD 26Q1-2900-gdf79404cd8, Yosys 0.63+post, stock flow scripts
make -C /OpenROAD-flow-scripts/flow DESIGN_CONFIG=/design/flow/config.mk WORK_HOME=/design/flow/orfs finish
```
==> qor.yml <==
status: "finished, violations left"
violations: "setup timing"
htreeDepth: 3
report.final.slew_viol_count: 0
p_leak_nw: 3.01
yosysSeqAreaShare_pct: 44.6
viasPerCell: 4.76
synthTopCellsByArea: "edfxtp_1 24%, dfrtn_1 20%, buf_4 6.5%"
n_fill_cell: 1117
crit_path_end_kind: "output port"
max-cap-violations: 0
die_area_um2: 13600
clk_pin_slew_worst_paths_ns: 0.04
grt_usage_pct: 19.5
ys_warn_count: 33
yosysTopAreaCellShare_pct: 24.3
edf_count: 32
area_growth_pct: 71.6
vias: 4090
ys_sh_mux_pct: 2.56
drt-wirelength-per-cell_um: 15.2
timing.critical_path.to: "branch_base_addr[9]"
synth_cell_types: 52
holdBufCountCts: 0
hold_viol_final: 0
cts_sinks: 64
place_ws_ns: 0.0271
antenna-diode-count: 0
yosys_area_um2: 3950
worst_pin_slew_ns: 0.525
grt_antenna_before_repair: 0
synth-async-reset-ratio_pct: 50.0
clk_latency_ns: 0.39
rr_startpoint: "PC[20]"
p_per_area_nw_per_um2: 166
io_pins: 200
cts_made_buffers: 9
drive_gt1_share_pct: 18.5
cp-start-kind: "register"
routed_wl_mm: 13.1
cp.required_ns: 5.92
clk_path_buf_depth: 2
ys_cells: 432
synthTopLogicFamily: "simple AND/OR/NAND/NOR gates"
r2r_slack_ns: 5.19
worstPathArrival_ns: 5.98
ys_sh_simple_pct: 26.6
grt_max_degree: 51
cts_tree: "done"
fin_hold_ws_ns: 0.579
buffer_ports.inserted: 167
core_um2: 12700
dr.pass1.iters: 4
grt_pass1_wl_mm: 19.7
setup_viol: 7
syn-instance-count: 432
synthXorXnorAreaFrac_pct: 4.62
root_buffer: "clkbuf_16"
critPathKind: "register to output port"
rr_worst_depth: 6
crit_fanout: 5
skew_ns: 0.0575
dieHeight_um: 117
fin_setup_tns_ns: -0.165
ys_sh_adder_pct: 0.316
grtUsageMet3_pct: 4.20
drt_iter0_drc: 171
gp_congestion: 0.853
hpwl_mm: 9.63
ys_ff: 64
fp_util_pct: 31.1
ys_sh_aoi_pct: 11.8
rsz0062_at_grt: "true"
crit_start: "PC[4]"
use_met2_pct: 32.3
top_area_cell: "edfxtp_1"
synth_area_um2: 3950
hold_path.class: "register to register"
avgSynthCellArea_um2: 9.15
grt-busiest-layer: "met2"
drc: 0
worst_slack_ns: -0.0615
met1_usage_pct: 27.7
overflow: 0
std_cell_rows: 41
synth_top_flop_cell: "edfxtp_1"
fp.dieW_um: 117
warning_count: 59
grt_pass1_vias: 3825
power.total_mw: 1.12
vdd_drop_max_mv: 0.0847
ant_nets: 0
timing.slew.headroom_pct: 64.6
regToRegEndpoint: "link_addr[28]"
worst max-delay path, cell delays in order (launching register included):
cell	delay [ns]
dfrtn_1	0.46
buf_6	0.14
nand4_4	0.14
buf_4	0.17
buf_6	0.12
o21a_1	0.20
or2_2	0.30
clkdlybuf4s50_1	0.43
timing repair:
action	CTS	global route
setup buffers	18	7
resized	35	19
pin swaps	17	11
endpoints found under the setup margin	19	21
per-stage QoR:
stage | instances | utilization [%] | area, µm²
after global routing | 859 | 53.3 | 6790
after global placement | 788 | 46.8 | 5960
final | 859 | 53.3 | 6790
after detailed placement | 788 | 46.8 | 5960
after floorplan | 463 | - | 4070
after CTS | 852 | 52.1 | 6630
layout by cell type, fill, tap and decap left out, drive strengths merged, types with 3 or more instances in the layout:
cell type / instances
clkdlybuf4s50: 162
buf: 66
nand2: 59
inv: 43
dfrtn: 32
conb: 32
edfxtp: 32
nor2: 29
nand3: 24
a21oi: 20
and2: 15
o21ai: 15
xnor2: 15
a31oi: 13
nor3: 13
nand4: 11
clkbuf: 11
mux2i: 9
or2: 8
nor4: 8
o31ai: 6
nand3b: 6
xor2: 5
nand2b: 5
and3: 5
and4: 5
or4: 4
o211ai: 3
o221ai: 3
nor3b: 3
Yosys cell counts (all sizes together) (11+ instances only):
master	n
dfrtn	32
nor2	29
clkbuf	18
inv	11
nand3	24
nor3	13
o21ai	15
buf	36
xnor2	15
nand2	59
and2	15
nand4	11
a31oi	13
edfxtp	32
a21oi	20
layout make-up:
class / instances / area, µm² / share of cell area [%]
multi-input combinational: 334 / 2160 / 31.8
timing repair buffer: 231 / 2190 / 32.3
inverter: 10 / 37.5 / 0.553
clock buffer: 11 / 253 / 3.72
tap: 172 / 215 / 3.17
sequential: 64 / 1760 / 26.0
clock inverter: 37 / 170 / 2.51
per-layer routing:
| layer | wire [µm] | share of wire, % |
|---|---|---|
| met1 | 5460 | 42 |
| met5 | 0 | 0 |
| met4 | 182 | 1.4 |
| met2 | 6270 | 48 |
| met3 | 1160 | 8.9 |
worst min path at each step:
stage / endpoint / start / cells after the start / slack [ns]
6_report: PC[31] / PC[31] / 3 / 0.58
5_1_grt: PC[31] / PC[31] / 3 / 0.65
4_1_cts: PC[31] / PC[31] / 3 / 0.58
state kept, by name (all words and copies together), names as in the netlist:
name       cells
link_addr     32
PC            32
power by group:
part / leakage, nW / internal [mW] / switching, mW
Combinational: 1.94 / 0.129 / 0.0854
Clock: 0.321 / 0.299 / 0.196
Sequential: 0.745 / 0.404 / 0.0115
cell families after synthesis:
group	Yosys count
AND/OR/NAND/NOR	197
AND-OR/OR-AND	74
buffers and inverters	65
flip-flops	64
XOR/XNOR	20
multiplexers	10
adder cells (fa/ha/maj)	1
other	1
No activity file was given, so power comes from the tool's default toggle rates.
