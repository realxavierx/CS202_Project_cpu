File: flow/config.mk
export PLATFORM = sky130hd
export DESIGN_NAME = decode32
export DESIGN_NICKNAME = decode32
export VERILOG_FILES = /design/flow/design.v
export SDC_FILE = /design/flow/constraint.sdc
export NUM_CORES = 4
export LEC_CHECK = 1
export CORE_UTILIZATION = 50
File: flow/constraint.sdc
current_design decode32

set clk_period 10.8
set clk_io_pct 0.2

create_clock -name clk0 -period $clk_period [get_ports {clock}]

set non_clock_inputs [all_inputs -no_clocks]
set_input_delay [expr $clk_period * $clk_io_pct] -clock clk0 $non_clock_inputs
set_output_delay [expr $clk_period * $clk_io_pct] -clock clk0 [all_outputs]
File: flow/design.v
`timescale 1ns / 1ps
module decode32(read_data_1,read_data_2,Instruction,mem_data,ALU_result,
                 Jal,RegWrite,MemtoReg,RegDst,Sign_extend,clock,reset,opcplus4
                 );
    output[31:0] read_data_1;                
    output[31:0] read_data_2;                
    input[31:0]  Instruction;                
    input[31:0]  mem_data;   				 
    input[31:0]  ALU_result;   				 
    input        Jal;                        
    input        RegWrite;                   
    input        MemtoReg;               
    input        RegDst;                
    output[31:0] Sign_extend;                
    input		 clock,reset;                 
    input[31:0]  opcplus4;                  
    reg[31:0] Registers[0:31];
    wire [15:0]immediate;
    wire [4:0] rs, rt, rd;
    wire [5:0] opcode;
    assign opcode = Instruction[31:26];
    assign immediate = Instruction[15:0];
    assign rs = Instruction[25:21];
    assign rt = Instruction[20:16];
    assign rd = Instruction[15:11];
    assign Sign_extend = (6'b001100 == opcode || 6'b001101 == opcode)?{{16{1'b0}},immediate}:{{16{Instruction[15]}},immediate};
    assign read_data_1 = Registers[rs];
    assign read_data_2 = Registers[rt];
    wire rst;
    assign rst = ~reset;
    always @ (posedge clock or negedge rst) begin
        if (~rst) begin
            Registers[1] <= 32'b0;
            Registers[2] <= 32'b0;
            Registers[3] <= 32'b0;
            Registers[4] <= 32'b0;
            Registers[5] <= 32'b0;
            Registers[6] <= 32'b0;
            Registers[7] <= 32'b0;
            Registers[8] <= 32'b0;
            Registers[9] <= 32'b0;
            Registers[10] <= 32'b0;
            Registers[11] <= 32'b0;
            Registers[12] <= 32'b0;
            Registers[13] <= 32'b0;
            Registers[14] <= 32'b0;
            Registers[15] <= 32'b0;
            Registers[16] <= 32'b0;
            Registers[17] <= 32'b0;
            Registers[18] <= 32'b0;
            Registers[19] <= 32'b0;
            Registers[20] <= 32'b0;
            Registers[21] <= 32'b0;
            Registers[22] <= 32'b0;
            Registers[23] <= 32'b0;
            Registers[24] <= 32'b0;
            Registers[25] <= 32'b0;
            Registers[26] <= 32'b0;
            Registers[27] <= 32'b0;
            Registers[28] <= 32'b0;
            Registers[29] <= 32'b0;
            Registers[30] <= 32'b0;
            Registers[31] <= 32'b0;            
        end
        else begin
            if (Jal) begin
                Registers[31] <= opcplus4;
            end
            else if (RegWrite) begin
                if (MemtoReg && rt != 0)  begin
                    Registers[rt] <= mem_data;
                end
                else begin
                    if (RegDst && rd != 0) begin
                        Registers[rd] <= ALU_result;
                    end
                    else if (~RegDst && rt != 0) begin
                        Registers[rt] <= ALU_result;
                    end
                end
            end
        end
    end
endmodule
File: flow/run.sh
#!/bin/bash
# OpenROAD 26Q1-2900-gdf79404cd8, Yosys 0.63+post, stock flow scripts
make -C /OpenROAD-flow-scripts/flow DESIGN_CONFIG=/design/flow/config.mk WORK_HOME=/design/flow/orfs finish
==> reports/metrics.yaml <==
critical_path:
  reg2reg_setup_slack_ns: 9.79
  r2r_end: "Registers[31][21]"
  endpoint_kind: "output port"
  r2r_cells: 1
  arrival_ns: 7.09
  r2r_start: "Registers[31][21]"
  crit_type: "input pin to output port"
  crit_required_ns: 8.64
  cp_max_fo: 24
  cp-start-kind: "input pin"
route:
  postRouteAntennaNets: 0
  route.detailed.drc: 0
  wire_per_inst_um: 38.58
  avgViaCountPerCell: 7.203
  drt-pass1-iter-count: 7
  routed_wl_um: 272600
  vias: 50890
  drt_iter0_drc: 6650
timing:
  final.min_clock_period_ns: 9.253
  fmaxAchievable_mhz: 108.1
  fin_crit_sh_pct: 85.68
  setup_slack_ns: 1.547
  final-setup-viol-count: 0
  slew-limit-headroom_pct: 32.37
  hold_viol_final: 0
  fin_skew_ns: 0
  tightest_slew_ns: 1.012
  slew_violations: 0
  rsz0062_at_grt: "no"
global_route:
  antenna_found_initial: 15
  grt_first_pass_wirelength_um: 377200
  grt_max_degree: 125
  overflow: 0
  grt_usage_pct: 56.12
  grt_pass1_vias: 48280
cells_and_area:
  nFillCells: 8734
  fin_cells: 7065
  regMostFlops: "Registers"
  drive_gt1_share_pct: 11.42
  largest_reg_flops: 1024
  top_regs: "Registers (1024)"
  finalCoreUtilization_pct: 58.20
  synthToLayoutAreaGrowth_pct: 15.16
logic_synthesis:
  yosysWarnings: 2
  edf_count: 32
  syn_area_mm2: 0.05068
  ys_area_mm2: 0.05068
  top_cells_by_area: "dfrtp_1 49%, a22oi_1 12%, nand2_1 6.0%"
  synth_cell_types: 79
  synth_area_per_cell_um2: 9.072
  netlist.area_leader.share_pct: 48.98
  ys.flops: 1024
  async_flop_share_pct: 96.88
  syn_inst: 5587
  yosysCellCount: 5587
  yosysTopAreaCell: "dfrtp_1"
  ff_type: "dfrtp_1"
  ys_seq_share_pct: 50.87
die:
  die_x_um: 320.4
  initial_core_util_pct: 50.54
  chipArea_mm2: 0.1026
  core_area_mm2: 0.1003
  io_pins: 230
  fp-row-count: 116
  die_y_um: 320.4
hold_path:
  hp-class: "register to register"
  hold_start: "Registers[1][28]"
  hold_end: "Registers[1][28]"
  whs_path_depth: 2
pwr:
  irDropWorstVdd_mv: 0.1606
  leakage_nw: 24.78
  power_density_mw_per_mm2: 181.3
clock_network:
  numCtsBuffers: 111
  ctsHoldBuffers: 0
  postCtsSetupBuffers: 0
  clock_path_buffers: 3
  cts_tree: "done"
  path_clk_slew_ns: 0.06
  clock-root-buffer: "clkbuf_16"
  ctsResizeCount: 0
  insertion_delay_ns: 0.73
  cts_max_level: 3
  clock_sinks: 1024
run:
  warnings: 53
  drv_cap: 0
placement:
  place.gp.congestion: 1.061
  dp_slack_ns: 1.926
  dp_hpwl_um: 161800
  io_buffers: 206
  dp.cells: 6835
status:
  status: "finished, final reports clean"
-- cells in the mapped netlist, types with 12 or more instances --
cell type / number
a21o_1: 12
a21oi_1: 403
a21oi_2: 50
a221o_1: 33
a221oi_1: 23
a222oi_1: 20
a22o_1: 22
a22oi_1: 838
a32oi_1: 12
buf_1: 41
buf_2: 165
buf_4: 45
buf_6: 20
clkbuf_1: 314
dfrtp_1: 992
edfxtp_1: 32
inv_1: 42
mux2i_1: 48
nand2_1: 813
nand3_1: 56
nand4_1: 124
nor2_1: 533
nor3_1: 83
nor4_1: 33
o21ai_0: 587
o21ai_1: 35
o32a_1: 19
or3_1: 13
-- layout by cell type, fill, tap and decap left out, drive strengths merged, types with 13 or more instances in the layout --
master	instances
a21oi	464
a222oi	20
clkinv	25
nand4	124
nand3	56
clkbuf	163
a221oi	23
nor3	85
nor2	536
nand2	813
edfxtp	32
diode	24
a22o	22
a221o	33
or4	13
o21ai	629
inv	46
o32a	19
dfrtp	992
conb	32
nor4	33
or3	14
buf	249
a22oi	838
mux2i	48
clkdlybuf4s50	197
-- critical path, stage by stage --
cell and delay (ns):
clkdlybuf4s50_1 0.85, buf_4 0.52, nand2_1 0.70, nor2_4 0.78
buf_4 0.72, a22oi_1 0.21, nand4_1 0.15, nor4_1 0.07
nor2_1 0.30, clkdlybuf4s50_1 0.55
-- worst max-delay path by stage --
stage	startpoint	to	cells past startpoint
finish	Instruction[21]	read_data_1[8]	10
global route	Instruction[21]	read_data_1[8]	10
CTS	Instruction[21]	read_data_1[15]	10
-- kinds of logic (layout without fill, tap and decap cells) --
family                 count (synthesis)  in the layout  synth area share [%]
other                                  1             56              0.007399
muxes                                 60             60                 1.259
buffers and inverters                628            694                 5.695
AOI/OAI and AO/OA                   2130           2130                 27.42
and+or+nand+nor                     1744           1744                 14.74
DFF                                 1024           1024                 50.87
-- power by group --
part           leakage (nW)  internal (mW)  switching, mW
logic                  9.59          0.577          0.881
clock network          1.88           2.33           1.67
registers              13.3           4.51          0.612
-- layout make-up --
class	instances	area [um2]	share of cell area (%)
multi-input cells	3966	22930	39.28
inverters	42	161.4	0.2765
clock inverters	43	488.0	0.8360
flip-flops and latches	1024	25780	44.17
clock buffers	163	3304	5.661
well taps	1357	1698	2.909
diodes	24	60.06	0.1029
repair buffers	446	3944	6.757
-- per-stage QoR --
step | total power, mW | area [um2] | TNS (ns) | hold WS (ns)
finish | 10.58 | 58370 | 0 | 0.5085
global route | 10.93 | 58310 | 0 | 0.5305
CTS | 10.51 | 58310 | 0 | 0.5089
detailed placement | 6.567 | 54520 | 0 | 0.4947
global placement | 6.530 | 54520 | 0 | 0.4859
floorplan | 5.866 | 50810 | -4986.12 | 0.4631
-- metal layers --
metal / up-vias / global-route usage, % / share of wire, %
met5: - / 0.4728 / 0.080
met4: 28 / 33.51 / 8.2
met3: 1440 / 38.16 / 19
met2: 4700 / 71.32 / 39
met1: 24300 / 71.22 / 34
li1: 20420 / - / -
Power is estimated from default activity; no workload was simulated.
